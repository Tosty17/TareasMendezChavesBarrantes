File: flow/design.v
`timescale 1ns / 1ps
module ALU(input [31:0] A, B,         
           input [1:0] alu_control,   
           output reg [31:0] result); 
  always @(*) begin
    case (alu_control)
      2'd0: result = A + B;   
      2'd1: result = A & B;
      2'd2: result = B;
      default: result = 32'b0;
    endcase
  end
endmodule
File: flow/run.sh
#!/bin/bash
# OpenROAD 26Q1-2900-gdf79404cd8, Yosys 0.63+post, stock flow scripts
make -C /OpenROAD-flow-scripts/flow DESIGN_CONFIG=/design/flow/config.mk WORK_HOME=/design/flow/orfs finish
File: flow/config.mk
export PLATFORM = sky130hd
export DESIGN_NAME = ALU
export DESIGN_NICKNAME = ALU
export VERILOG_FILES = /design/flow/design.v
export SDC_FILE = /design/flow/constraint.sdc
export NUM_CORES = 4
export LEC_CHECK = 1
export CORE_AREA = 10 10 102 102
export DIE_AREA = 0 0 112 112
File: flow/constraint.sdc
current_design ALU

set clk_period 19.4
set clk_io_pct 0.2

create_clock -name clk0 -period $clk_period

set non_clock_inputs [all_inputs -no_clocks]
set_input_delay [expr $clk_period * $clk_io_pct] -clock clk0 $non_clock_inputs
set_output_delay [expr $clk_period * $clk_io_pct] -clock clk0 [all_outputs]
==> results.txt <==
Implementation numbers.

- In the Yosys report, the sequential cells make up 0% of the chip area.
- The average footprint of a synthesized cell is 6.55 sq um.
- Leaving out fill and tap cells, the most frequent cell in the layout is clkdlybuf4s50_1.
- For this block, the via count after detailed routing is 2708.
- Warnings reported by Yosys during synthesis add up to 1.
- The remaining global-route overflow is 0.
- The share of the clock period used by the worst path after layout is 57.0%.
- The initial core utilization is 26.5%.
- Using the TritonRoute via totals, the vias-per-cell ratio works out to 5.13.
- The initial DRC count is 106.
- The final routed wire length divided by cell count is 15.1 microns.
- Setup repair after global routing left no endpoint under its margin.
- The number of buffers inserted by port buffering is 98.
- The capturing instance or port of the critical path is result[26].
- Across all checked pins, the minimum headroom to the slew limit is 67.2%.
- On the critical path the data arrives at 7.18 ns.
- The area taken by sequential standard cells is reported as 0 sq um.
- The mapped netlist covers 2170 sq um.
- The flow ran to the end, and the final reports show no timing, DRC or antenna violations.
- The script computed a power per unit cell area of 30.5 nW/um^2.
- The worst-path maximum fanout is 3.
- The number of hold buffers added after cts is 0.
- The number of instances in the synthesized netlist is 332.
- The startpoint of the most critical setup path is B[0].
- The wire length of the first global-routing pass is 13400 microns.
- The width of the chip is 112 microns.
- In the final report, the number of pins over their slew limit comes to 0.
- The number of hold-slack violations in the final timing report is 0.
- Relative to the synthesized area, the layout overhead comes to 50.9%.
- The number of search-and-repair iterations in the first detailed-routing pass is 4.
- The number of antenna violations at the first check in global routing is 0.
- The cell type contributing the most total cell area after synthesis is ha_1.
- The number of failing setup endpoints in the final timing report is 0.
- The pin closest to its max-slew limit shows a slew of 0.490 ns.
- The number of global-route vias before repair is 2655.
- The top cell types in the final layout, fill and taps aside, are clkdlybuf4s50_1 (98), o21ai_0 (47), a21oi_1 (42), nand2_1 (39), ha_1 (32).
- The DRC violation total left in the routed layout is recorded as 0.
- The final estimated routing congestion in global placement is 0.902.
- The die extent in y is 112 microns.
- The upper clock frequency limit is 0.0904 GHz.
- The combinational cell area excluding buffers and inverters is 2120 sq um.
- For this block, the routed nets add up to 7980 microns of wire.
- The number of sequential cells reported for the layout is 0.
- STA puts the critical path data required time at 15.52 ns.
- After clock tree synthesis, the setup repair step added 0 buffers.
- The fraction of final layout cells sized beyond drive strength 1 is 3.78%.
- For this run, the chip area from Yosys synthesis comes to 2170 sq um.
- The region available for standard cell placement spans 8220 sq um.
- The total number of warnings across the stage logs is 32.
- The worst setup path is of the primary input to output port kind.
- In this run, post-CTS repair resized a total of 0 instances.
- Entering global routing, the biggest net connects 33 pins.
- The number of antenna diodes in the final layout is 0.
- The class of the most critical hold timing path is primary input to output port.
- The startpoint class of the critical path is a primary input.
- The routed design could run at a clock period as short as 11.06 ns.
- In the Yosys stats the netlist draws on 52 distinct library cells.
- Nets still carrying antenna violations after routing amount to 0.
- Ranked by total cell area, the synthesized netlist is headed by ha_1 (18%), o21ai_0 (11%), a21oi_1 (9.7%).
- The layout has 0 clock buffers.
- The placement row count is 33.
- The chip footprint is 12500 sq um.
- Summing internal, switching and leakage power gives 0.100 mW.
- The endpoint kind of the worst setup timing path is an output port.
- Total global-route track usage over all layers is 12.2%.
- After routing, the total negative slack on setup checks comes to 0 ns.
- During I/O placement, the number of pins put on the boundary was 98.
- The report gives the cell count of the worst hold path as 4.
- The fill cell instance count of the final layout is 840.
- In this run the static leakage power is 1.28 nW.
- The area share of the largest cell type after synthesis is 18.4%.
- The tool flagged a number of max-cap violations equal to 0.
- The yosys stat cell total is 332.
- The estimated wirelength of the detail-placed design is 6600 microns.
- The worst-case vdd ir drop is 0.0000126 V.
## stage by stage
step | hold slack [ns] | utilization, % | area (sq um) | setup slack [ns] | cells
5_1_grt | 8.85 | 39.9 | 3280 | 8.23 | 528
4_1_cts | 8.81 | 39.9 | 3280 | 8.34 | 528
3_3_place_gp | 8.80 | 39.9 | 3280 | 8.37 | 528
2_1_floorplan | 7.83 | - | 2170 | 9.51 | 332
6_report | 8.80 | 39.9 | 3280 | 8.34 | 528
3_5_place_dp | 8.81 | 39.9 | 3280 | 8.34 | 528
## cells by family (layout without fill, tap and decap cells)
logic type	Yosys count	in the layout	synth area share [%]
muxes	7	7	3.22
xor gates and xnor gates	28	28	11.3
AOI/OAI and AO/OA	143	143	41.1
and+or+nand+nor	106	106	22.4
buffers and inverters	15	106	2.59
adders and majority gates	33	33	19.3
## where the power goes
group / internal, mW / leakage [nW] / total, mW / switching (mW)
logic: 0.0547 / 1.28 / 0.100 / 0.0455
registers: 0 / 0 / 0 / 0
clock network: 0 / 0 / 0 / 0
total: 0.0547 / 1.28 / 0.100 / 0.0455
## per-layer routing
metal  vias up  global-route usage, %  wire length, microns
met4         0                  0.338                     8
met3         2                   2.17                   440
met5         -                      0                     0
li1       1440                      -                     -
met1      1204                   16.7                  3810
met2        62                   20.5                  3730
## area by class of cell
type,count,area share [%]
multi-input cells,317,64.6
well taps,105,4.00
inverters,3,0.343
repair buffers,103,31.0
## synth_stat cells (all sizes together), types with 2 or more instances
master and instances:
xor2 9, mux2i 7, nand3 4, and2 2
nand2 40, and3 4, or2 2, inv 3
o21a 3, nor2 29, a211oi 3, a311oi 2
xnor2 19, clkbuf 11, ha 32, a21oi 42
nand2b 3, o21ai 50, o21bai 3, nand4 4
nor4 2, o31a 2, nor2b 7, a21o 9
a22oi 14, a31oi 3, nor3 5, a221o 2
## worst max-delay path: stages
cell and delay, ns:
clkdlybuf4s50_1 0.43, ha_1 0.23, fa_1 0.42, a21o_1 0.21, a221o_2 0.40, nand2_2 0.10
o21ai_2 0.08, a41o_1 0.28, a221o_1 0.37, xnor2_1 0.15, o21ai_0 0.14, clkdlybuf4s50_1 0.49
## how the worst min path moves through the flow
stage / start / endpoint / slack (ns)
5_1_grt: B[0] / result[0] / 8.85
4_1_cts: B[20] / result[20] / 8.81
6_report: B[0] / result[0] / 8.80
No activity file was given, so power comes from the tool's default toggle rates.
