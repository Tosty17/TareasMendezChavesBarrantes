==> design/flow/design.v <==
`timescale 1ns / 1ps
module EXTEND_(
    input [11:0] Imm,
    input [19:0] Imm_U,
    input Imm_Src,
    output reg [31:0] out  
);
    always @(*) begin
        if(Imm_Src) begin
            out = {Imm_U, 12'b0};
        end
        else begin
            out = {{20{Imm[11]}}, Imm};
        end
    end 
endmodule
==> design/flow/run.sh <==
#!/bin/bash
# OpenROAD 26Q1-2900-gdf79404cd8, Yosys 0.63+post, stock flow scripts
make -C /OpenROAD-flow-scripts/flow DESIGN_CONFIG=/design/flow/config.mk WORK_HOME=/design/flow/orfs finish
==> design/flow/config.mk <==
export PLATFORM = sky130hd
export DESIGN_NAME = EXTEND_
export DESIGN_NICKNAME = EXTEND_
export VERILOG_FILES = /design/flow/design.v
export SDC_FILE = /design/flow/constraint.sdc
export NUM_CORES = 4
export LEC_CHECK = 1
export CORE_AREA = 10 10 70 70
export DIE_AREA = 0 0 80 80
==> design/flow/constraint.sdc <==
current_design EXTEND_

set clk_period 1.0
set clk_io_pct 0.2

create_clock -name clk0 -period $clk_period

set non_clock_inputs [all_inputs -no_clocks]
set_input_delay [expr $clk_period * $clk_io_pct] -clock clk0 $non_clock_inputs
set_output_delay [expr $clk_period * $clk_io_pct] -clock clk0 [all_outputs]
==> run_summary.xml <==
<?xml version="1.0" encoding="UTF-8"?>
<metrics>
  <group name="status">
    <metric name="status" unit="">complete, but fails checks</metric>
    <metric name="violations_in_the_final_reports" unit="">negative setup slack</metric>
  </group>
  <group name="global_routing">
    <metric name="global_route_overflow" unit="">0</metric>
    <metric name="pin_count_of_the_biggest_net_entering_global_routing" unit="">8</metric>
    <metric name="first_global_vias" unit="">689</metric>
    <metric name="first_pass_grt_wire_length" unit="um">3680</metric>
    <metric name="antenna_found_initial" unit="">1</metric>
    <metric name="globalRouteTotalUtil" unit="%">7.11</metric>
  </group>
  <group name="floorplanning">
    <metric name="die-area" unit="um^2">6400</metric>
    <metric name="die_height" unit="um">80</metric>
    <metric name="initCoreUtil" unit="%">9.82</metric>
    <metric name="core_region_area" unit="um^2">3420</metric>
    <metric name="design.portCount" unit="">65</metric>
    <metric name="row_count" unit="">21</metric>
    <metric name="die_width" unit="um">80</metric>
  </group>
  <group name="final_timing">
    <metric name="final_period_minus_worst_setup_slack" unit="ns">1.18</metric>
    <metric name="fmax" unit="MHz">851</metric>
    <metric name="worst_pin_slew" unit="ns">0.106</metric>
    <metric name="finalHoldViolations" unit="">0</metric>
    <metric name="totalNegativeSetupSlack" unit="ns">-2.79</metric>
    <metric name="holdWs" unit="ns">0.698</metric>
    <metric name="rsz0062_at_grt" unit="">true</metric>
    <metric name="timing.final.ws_setup" unit="ns">-0.175</metric>
    <metric name="setup_viol_count_final" unit="">29</metric>
    <metric name="timing.final.max_slew_violations" unit="">0</metric>
    <metric name="min_period_over_period" unit="%">118</metric>
    <metric name="max_slew_margin" unit="%">92.9</metric>
  </group>
  <group name="drt">
    <metric name="met2WireLength" unit="um">952</metric>
    <metric name="route.final.wire_length" unit="um">2550</metric>
    <metric name="postRouteAntennaNets" unit="">0</metric>
    <metric name="drt-vias-per-instance" unit="">3.82</metric>
    <metric name="met3_wirelength" unit="um">492</metric>
    <metric name="maxUsedRoutingLayer" unit="">met3</metric>
    <metric name="routedLengthMet1" unit="um">1100</metric>
    <metric name="detailroute.via_count" unit="">599</metric>
    <metric name="drc" unit="">0</metric>
    <metric name="detail_route.iter0.violations" unit="">2</metric>
    <metric name="detailed_routing_iterations_pass_1" unit="">2</metric>
    <metric name="route.detailed.wl_per_inst" unit="um">16.2</metric>
  </group>
  <group name="synth">
    <metric name="yosysChipArea" unit="um^2">335</metric>
    <metric name="syn_avg_cell_area" unit="um^2">9.06</metric>
    <metric name="cell_type_with_the_largest_total_area" unit="">mux2_2</metric>
    <metric name="yosys.cell_count.top_type" unit="">mux2_2</metric>
    <metric name="yosys_warnings" unit="">1</metric>
    <metric name="post_synth_main_area_contributors" unit="">mux2_2, nor2b_1, buf_6</metric>
    <metric name="synth_area" unit="um^2">335</metric>
    <metric name="ys_cells" unit="">37</metric>
    <metric name="synthCells" unit="">37</metric>
    <metric name="yosys.area.top_type_share" unit="%">67.2</metric>
    <metric name="synth.cells.most_frequent" unit="">mux2_2, nor2b_1, buf_6, clkbuf_1, buf_2</metric>
    <metric name="ys_seq_share" unit="%">0</metric>
    <metric name="ys_types" unit="">5</metric>
  </group>
  <group name="critical_path">
    <metric name="wp_depth" unit="">5</metric>
    <metric name="crit_fanout" unit="">5</metric>
    <metric name="timing.critical_path.max_delay_family" unit="">buffers and inverters</metric>
    <metric name="timing_worst_setup_path_type" unit="">in2out</metric>
    <metric name="cp_data_arrival_time" unit="ns">0.98</metric>
    <metric name="worst_path_max_delay_cell" unit="">mux2_4</metric>
    <metric name="critPathRequiredTime" unit="ns">0.80</metric>
    <metric name="crit_path_start_kind" unit="">input port</metric>
    <metric name="cp_cell_sequence" unit="">buf_12, buf_16, buf_8, mux2_4, buf_2</metric>
    <metric name="wp_buf_inv" unit="">4</metric>
    <metric name="cp_slowest_stage_delay" unit="ns">0.28</metric>
    <metric name="timing.critical_path.to_type" unit="">output port</metric>
  </group>
  <group name="layout">
    <metric name="numSequentialCells" unit="">0</metric>
    <metric name="final.clkbuf_count" unit="">0</metric>
    <metric name="layout-drive-gt1-share" unit="%">66.4</metric>
    <metric name="synthesis_to_layout_area_growth" unit="%">272</metric>
    <metric name="seq_area" unit="um^2">0</metric>
  </group>
  <group name="power_and_ir_drop">
    <metric name="power_per_cell_area" unit="nW/um^2">408</metric>
    <metric name="peakVddDrop" unit="mV">0.136</metric>
    <metric name="cellLeakagePower" unit="nW">0.695</metric>
  </group>
  <group name="hold_path">
    <metric name="holdPathStages" unit="">3</metric>
    <metric name="hold_path_class" unit="">in2out</metric>
  </group>
  <group name="flow_run">
    <metric name="count_of_tool_warnings" unit="">34</metric>
    <metric name="maxCapViolations" unit="">0</metric>
  </group>
  <group name="placed_design">
    <metric name="count_of_port_buffers_added_during_placement" unit="">65</metric>
    <metric name="hpwl" unit="um">1900</metric>
    <metric name="global_placer_s_final_weighted_congestion" unit="">0.824</metric>
    <metric name="worst_setup_slack_before_clock_tree_synthesis" unit="ns">-0.890</metric>
  </group>
</metrics>
metrics by stage:
step                      total power, mW  instance area [um^2]  std cells  util (%)
after detailed placement            0.431                  1050        147      30.8
after global placement              0.431                  1050        147      30.8
after CTS                           0.484                  1170        157      34.4
after floorplan                    0.0998                   335         37         -
final                               0.509                  1250        157      36.6
after global routing                0.549                  1250        157      36.6
report_power, final:
| part | leakage, nW | total, mW | internal [mW] | switching, mW |
|---|---|---|---|---|
| clock network | 0.00000634 | 0.000000134 | 0.000000134 | 0 |
| logic | 0.695 | 0.509 | 0.372 | 0.137 |
| registers | 0 | 0 | 0 | 0 |
| total | 0.695 | 0.509 | 0.372 | 0.137 |
kinds of logic after synthesis:
group / Yosys count / share of synthesized area, %
muxes: 20 / 67.2
and+or+nand+nor: 12 / 22.4
buffers and inverters: 5 / 10.4
what timing repair did:
action / 4_1_cts / 5_1_grt
gates resized: 173 / 23
cloned: 3 / 0
hold buffers: 0 / 0
setup endpoints to repair: 32 / 31
pin swaps: 0 / 0
buffers inserted: 7 / 0
area by class of cell:
type / count / area (um^2)
Antenna cell: 1 / 2.50
Fill cell: 345 / 2170
Multi-Input combinational cell: 32 / 413
Tap cell: 46 / 57.6
Timing Repair Buffer: 78 / 776
cells in the final DEF (no fill, tap or decap):
master	n
buf_12	5
buf_16	1
buf_2	20
buf_6	18
buf_8	3
clkdlybuf4s50_1	5
diode_2	1
dlygate4sd2_1	20
dlymetal6s2s_1	6
mux2_2	2
mux2_4	18
nor2b_1	6
nor2b_4	6
final timing paths:
check | startpoint | endpoint | slack, ns
setup / recovery | Imm_Src | out[26] | -0.18
hold / removal | Imm_U[4] | out[16] | 0.70
layer usage:
layer | GRT usage (%) | vias to the layer above
met3 | 5.00 | 0
met4 | 0 | 0
met2 | 10.3 | 52
met5 | 0 | -
li1 | - | 280
met1 | 8.97 | 267
worst min-delay path, cell delays in order:
cell	delay, ns
dlymetal6s2s_1	0.08
mux2_4	0.14
buf_6	0.08
No activity file was given, so power comes from the tool's default toggle rates.
