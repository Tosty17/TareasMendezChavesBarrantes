--- flow/run.sh ---
#!/bin/bash
# OpenROAD 26Q1-2900-gdf79404cd8, Yosys 0.63+post, stock flow scripts
make -C /OpenROAD-flow-scripts/flow DESIGN_CONFIG=/design/flow/config.mk WORK_HOME=/design/flow/orfs finish
--- flow/config.mk ---
export PLATFORM = sky130hd
export DESIGN_NAME = Mux_2a4
export DESIGN_NICKNAME = Mux_2a4
export VERILOG_FILES = /design/flow/design.v
export SDC_FILE = /design/flow/constraint.sdc
export NUM_CORES = 4
export LEC_CHECK = 1
export CORE_AREA = 10 10 76 76
export DIE_AREA = 0 0 86 86
--- flow/constraint.sdc ---
current_design Mux_2a4

set clk_period 2.8
set clk_io_pct 0.2

create_clock -name clk0 -period $clk_period

set non_clock_inputs [all_inputs -no_clocks]
set_input_delay [expr $clk_period * $clk_io_pct] -clock clk0 $non_clock_inputs
set_output_delay [expr $clk_period * $clk_io_pct] -clock clk0 [all_outputs]
--- flow/design.v ---
`timescale 1ns / 1ps
module Mux_2a4(
    input [31:0] A,
    input [31:0] B,
    input [31:0] C,
    input [1:0] sel,
    output reg [31:0] salida
    );
    always @(*) begin
        case(sel)
        2'd0: salida = A;
        2'd1: salida = B;
        2'd2: salida = C; 
        default: salida = 32'd0;    
        endcase
    end
endmodule
==> reports/summary.json <==
{
  "placed_design": {
    "numPortBuffers": 130,
    "preCtsSetupSlack_ps": 189,
    "place_hpwl_um": 4010,
    "dpl.cell_count": 251,
    "weighted_congestion_reported_at_the_end_of_routability_driven_placement": 0.774
  },
  "timing": {
    "period_needed_ps": 2590,
    "slew_headroom_pct": 73.6,
    "post-route-worst-setup-slack_ps": 208,
    "rsz0062_at_grt": "no",
    "max_freq_mhz": 386,
    "finalCritPeriodShare_pct": 92.6,
    "setup-tns-final_ps": 0,
    "worst-slew-pin-transition_ps": 395,
    "slew_violations": 0,
    "whs_ps": 1950,
    "report.final.setup_viol": 0,
    "hold_viol_final": 0
  },
  "min_path": {
    "min_delay_worst_endpoint": "salida[21]",
    "hold_path.startpoint": "sel[1]",
    "min_path_cells": 4,
    "min-delay-path-class": "in -> out"
  },
  "die": {
    "floorplan.rows": 23,
    "die_h_um": 86,
    "core_region_area_mm2": 0.00412,
    "fp_util_pct": 19.1,
    "ios": 130,
    "fp.dieW_um": 86,
    "dieArea_mm2": 0.00740
  },
  "synthesis": {
    "ys_seq_share_pct": 0,
    "yosysChipArea_um2": 787,
    "top_cell_area_share_pct": 40.7,
    "cell_count_after_synthesis": 77,
    "ranking_of_synthesized_cells_by_area": "mux2i_1, o2bb2ai_1, o2bb2ai_2",
    "ys_warn_count": 1,
    "total_standard_cell_area_after_synthesis_um2": 787,
    "post-synth-top-area-cell": "mux2i_1",
    "synth_cell_type_count": 8,
    "average_footprint_of_a_synthesized_cell_um2": 10.2,
    "post_synth_most_frequent_cells": "mux2i_1, o2bb2ai_1, o2bb2ai_2",
    "yosysCellCount": 77,
    "synth_top_cell_by_count": "mux2i_1"
  },
  "worst_setup_path": {
    "worstSetupStartpointType": "primary input",
    "worst-endpoint-arrival_ps": 2030,
    "worst-setup-path-type": "in -> out",
    "critPathMaxFanout": 12,
    "worst_ep_required_time_ps": 2240,
    "worstSetupEndpointType": "output port"
  },
  "flow_run": {
    "maximum_capacitance_violations": 0,
    "warnings": 32
  },
  "drt": {
    "wire_per_inst_um": 18.0,
    "drt_first_iter_violations": 9,
    "ant_nets": 0,
    "drc_errors": 0,
    "wl_um": 4520,
    "num_vias": 1111,
    "drt_first_pass_iters": 2,
    "post_drt_via_cell_ratio": 4.43,
    "antenna_cells": 0
  },
  "final_layout": {
    "fillers": 372,
    "finish.cell_count_without_fillers": 251,
    "layout-drive-gt1-share_pct": 8.96,
    "ff_latch_area_um2": 0,
    "area_growth_syn_to_layout_pct": 166,
    "finish.utilization_pct": 50.9,
    "layout.sequential_cells": 0,
    "clock_buffer_count_in_the_final_layout": 0
  },
  "status": {
    "status": "completed"
  },
  "power_and_ir_drop": {
    "power.static_leakage_uw": 0.000804,
    "p_per_area_mw_per_mm2": 148,
    "max-vdd-ir-drop_mv": 0.0984
  },
  "grt": {
    "grt_resource_usage_total_pct": 10.9,
    "antenna_found_initial": 0,
    "grt_max_degree": 33,
    "global_route.overflow_total": 0,
    "grt_pass1_vias": 1213,
    "first_pass_grt_wire_length_um": 6590
  },
  "clock_network": {
    "number_of_gates_resized_after_cts": 0,
    "postCtsHoldBufs": 0,
    "cts.repair_timing.setup_buffer_count": 0
  }
}
per-stage QoR:
stage / cell area, um2 / power [uW]
final: 2090 / 309
after global routing: 2090 / 333
after CTS: 2090 / 315
after detailed placement: 2090 / 314
after global placement: 2090 / 313
after floorplan: 787 / 90.2
power by group:
part           leakage, uW  switching [uW]  total [uW]  internal, uW
sequential               0               0           0             0
clock                    0               0           0             0
combinational     0.000804            79.0         309           230
final cells by class:
class                      count  area, um2  area share [%]
timing repair buffer         136       1350            64.7
tap                           50       62.6            2.99
multi-input combinational     65        677            32.3
worst max-delay path, cell delays in order:
cell and delay (ps):
clkdlybuf4s50_1 470, nor2b_4 160, buf_4 200, o2bb2ai_1 130
clkdlybuf4s50_1 500
worst max path at each step:
stage / start / endpoint / slack (ps) / depth (start not counted)
4_1_cts: sel[0] / salida[14] / 190 / 5
5_1_grt: sel[0] / salida[14] / 100 / 5
6_report: sel[0] / salida[14] / 210 / 5
kinds of logic (layout without fill, tap and decap cells):
| family | count (synthesis) | count (layout) | synth area share, % |
|---|---|---|---|
| AND-OR/OR-AND | 32 | 32 | 43.6 |
| buffers and inverters | 12 | 136 | 14.0 |
| multiplexers | 32 | 32 | 40.7 |
| AND/OR/NAND/NOR | 1 | 1 | 1.75 |
routing by layer:
layer / routed length, um / share of wire (%) / track usage [%] / vias up
li1: - / - / - / 566
met1: 1630 / 36 / 11.5 / 485
met2: 2390 / 53 / 20.8 / 60
met3: 497 / 11 / 4.39 / 0
met4: 0 / 0 / 0 / 0
met5: 0 / 0 / 0 / -
placed cells by master, fill, tap and decap left out:
cell type / Yosys / final
buf_2: 1 / 1
nor2b_4: 1 / 1
clkdlybuf4s50_1: 0 / 129
o2bb2ai_2: 10 / 10
mux2i_1: 32 / 32
o2bb2ai_1: 22 / 22
buf_12: 0 / 1
buf_4: 1 / 5
Power is estimated from default activity; no workload was simulated.
